## design/flow/design.v

```verilog
`timescale 1ns / 1ps
module SEVEN_SEGMENT_LUT(iDIG, oSEG);
	input	 [3:0]	  iDIG;
	output reg [7:0] oSEG;
	always @(iDIG)
	begin
			case(iDIG)
			4'h1: oSEG = ~8'b01100000;	    
			4'h2: oSEG = ~8'b11011010; 	 
			4'h3: oSEG = ~8'b11110010; 	 
			4'h4: oSEG = ~8'b01100110; 	 
			4'h5: oSEG = ~8'b10110110; 	 
			4'h6: oSEG = ~8'b10111110; 	 
			4'h7: oSEG = ~8'b11100000; 	 
			4'h8: oSEG = ~8'b11111110; 	 
			4'h9: oSEG = ~8'b11110110; 	 
			4'ha: oSEG = ~8'b11101110;
			4'hb: oSEG = ~8'b00111110;
			4'hc: oSEG = ~8'b10011100;
			4'hd: oSEG = ~8'b01111010;
			4'he: oSEG = ~8'b10011110;
			4'hf: oSEG = ~8'b10001110;
			4'h0: oSEG = ~8'b11111100;
			endcase
	end
endmodule
`timescale 1ns / 1ps
module Sevn_segment_display(clk, iDIG, s0, s1, s2, s3, s4, s5, s6, s7, e0, e1, e2);
	input clk;
	input	[11:0]	iDIG;
	output s0, s1, s2, s3, s4, s5, s6, s7, e0, e1, e2;
	wire [7:0] oSEG0;
	wire [7:0] oSEG1;
	wire [7:0] oSEG2;
	SEVEN_SEGMENT_LUT	u0	(iDIG[3:0], oSEG0	);
	SEVEN_SEGMENT_LUT u1	(iDIG[7:4], oSEG1	);
	SEVEN_SEGMENT_LUT u2	(iDIG[11:8],oSEG2 );
	reg [7:0] value = 0;
	reg [2:0] en = 0;
	reg [1:0] p = 0;
	always@(posedge clk)
	begin
	if(p == 2'b00)
		begin
		value <= oSEG0;
		en <= 3'b110;
		p <= p+1;
		end
	else if(p == 2'b01)
		begin
		value <= oSEG1;
		en <= 3'b101;
		p <= p+1;
		end
	else if(p == 2'b10)
		begin
		value <= oSEG2;
		en <= 3'b011;
		p <= 2'b00;
		end
	else 
		begin
		p <= 2'b00;
		en <= 3'b111;
		end
	end
	assign s0 = value[0];
	assign s1 = value[1];
	assign s2 = value[2];
	assign s3 = value[3];
	assign s4 = value[4];
	assign s5 = value[5];
	assign s6 = value[6];
	assign s7 = value[7];
	assign e0 = en[0];
	assign e1 = en[1];
	assign e2 = en[2];
endmodule
`timescale 1ns / 1ps
module average(iclk,v_2i_o,v_2d_o, disp_7seg);
	input iclk;
	input [15:0] v_2i_o;
	input [15:0] v_2d_o;
	output reg [11:0] disp_7seg;
	reg [10:0] count = 0;
	reg [63:0] value =0;
	always@(posedge iclk)
		begin
		count <= count +1;
		if(count < 1024)
			begin
			value <= (value + {v_2i_o[3:0],v_2d_o[15:8]});  
			end
		else
			begin
			disp_7seg <= value >> 10;
			value <= 0;
			count <= 0;
			end
		end
endmodule
`timescale 1ns / 1ps
module buck_converter(clk_i, v_1_o, v_2i_o, v_2d_o, a_out );
	input 		clk_i;
	output  [31:0]		v_1_o;
	output  [15:0]		v_2i_o;
	output  [15:0]		v_2d_o;
	output    	a_out;
	reg [9:0]	 r_counter = 10'd0; 
	reg  [31:0]	   r_e_val = 32'd0;
	reg  [31:0] 	v_1     = 32'd0;
	reg  [63:0] 	v_2     = 64'd0;      
	reg  [63:0] 	i_l     = 64'd0;      
	reg  [63:0] 	i_c     = 64'd0;      
	reg              a     = 1'b0;
	wire  [31:0] 	CONST_1   =    {16'b0000_0000_0000_0000,16'b0000_0000_1000_0011};  
	wire  [31:0] 	CONST_2   =    {16'b0000_0000_0000_0000,16'b1110_1000_1000_0100};  
	wire  [31:0] 	CONST_3   =    {16'b0000_0000_0000_0010,16'b0000_0000_0000_0000};  
	wire  [31:0] 	CONST_4   =    {16'b0000_0000_0000_0000,16'b0000_0000_0011_1011};  
	always @(posedge clk_i) 
	begin 
	if(r_counter < 100) 
		begin
		r_e_val 		<= 		{16'b0000_0000_0000_0000,16'b0000_0000_0000_0000};
		r_counter 	<= r_counter +1;
		end	
	else if (r_counter >= 100 && r_counter < 200) 
		begin
		r_e_val 		<= 		{16'b0000_0000_0000_1010,16'b0000_0000_0000_0000};
		r_counter 	<= r_counter +1;
		end
	else 
		begin
		r_counter 	<= 0;
		end
	if(a == 1'b0)
		begin
		i_l 	<= i_l + ((v_1 - v_2[47:16])* CONST_1);
		i_c 	<= (v_2[47:16]* CONST_3) - i_c ;
		end
	else 
		begin
		v_2 	<= ((i_l[47:16] + i_c[47:16]) * CONST_2) +(r_e_val * CONST_4);
		v_1 	<= r_e_val;
		end
	a <= a+ 1'b1;
	end
	assign v_1_o = v_1 ;
	assign v_2i_o = v_2[47:32] ;
	assign v_2d_o = v_2[31:16] ;
	assign a_out = a;
endmodule
`timescale 1ns / 1ps
module clock_divider( Clk , clk1, clk2);
	input   Clk;
	output reg  clk1;
	output reg  clk2;
	reg	[10:0]	Cont;
	reg	[12:0]	Cont2;
	always@(posedge Clk)
	begin
		Cont <= Cont +1;
		Cont2 <= Cont2 +1;
		if(Cont < 11'd600)
			clk1 <= 0;
		else if(Cont >= 11'd600 && Cont < 11'd1200)
			clk1 <= 1;
		else
			Cont <= 0;
		if(Cont2 < 13'd4096)
			clk2 <= 0;
		else
			clk2 <= 1;
	end
endmodule
`timescale 1ns / 1ps
module elbertNotGate( Switch_0, Clk, B, clk1, SevenSegment_0, SevenSegment_1, SevenSegment_2, SevenSegment_3, SevenSegment_4, SevenSegment_5, SevenSegment_6, SevenSegment_7, Enable_0, Enable_1, Enable_2);
	input   Switch_0;
	input   Clk;
	output  B;
	output  clk1;
	output SevenSegment_0;
	output SevenSegment_1;
	output SevenSegment_2;
	output SevenSegment_3;
	output SevenSegment_4;
	output SevenSegment_5;
	output SevenSegment_6;
	output SevenSegment_7;
	output Enable_0;
	output Enable_1;
	output Enable_2;
	wire [31:0] v_1_o;
	wire [15:0] v_2i_o;
	wire [15:0] v_2d_o;
	wire  a;
	wire clk2;
	wire [11:0] test ;
	clock_divider k1 (.Clk(Clk),
							.clk1(clk1),
							.clk2(clk2)
							);
	buck_converter k2 (.clk_i(clk1),
							 .v_1_o(v_1_o), 
							 .v_2i_o(v_2i_o), 
							 .v_2d_o(v_2d_o), 
							 .a_out(a)
							 );
	average k3 (.iclk(clk1), .v_2i_o(v_2i_o), .v_2d_o(v_2d_o), .disp_7seg(test));
	Sevn_segment_display k4	(.clk(clk2),
									 .iDIG (test),
									 .s0(SevenSegment_0),
									 .s1(SevenSegment_1),
									 .s2(SevenSegment_2),
									 .s3(SevenSegment_3),
									 .s4(SevenSegment_4),
									 .s5(SevenSegment_5),
									 .s6(SevenSegment_6),
									 .s7(SevenSegment_7),
									 .e0(Enable_0),
									 .e1(Enable_1),
									 .e2(Enable_2)
									 );
   assign B = !Switch_0;
endmodule
```

## design/flow/run.sh

```bash
#!/bin/bash
# OpenROAD 26Q1-2900-gdf79404cd8, Yosys 0.63+post, stock flow scripts
make -C /OpenROAD-flow-scripts/flow DESIGN_CONFIG=/design/flow/config.mk WORK_HOME=/design/flow/orfs finish
```

## design/flow/config.mk

```make
export PLATFORM = sky130hd
export DESIGN_NAME = elbertNotGate
export DESIGN_NICKNAME = elbertNotGate
export VERILOG_FILES = /design/flow/design.v
export SDC_FILE = /design/flow/constraint.sdc
export NUM_CORES = 4
export LEC_CHECK = 1
export CORE_UTILIZATION = 30
```

## design/flow/constraint.sdc

```tcl
current_design elbertNotGate

set clk_period 5.2
set clk_io_pct 0.2

create_clock -name clk0 -period $clk_period [get_ports {Clk}]

set non_clock_inputs [all_inputs -no_clocks]
set_input_delay [expr $clk_period * $clk_io_pct] -clock clk0 $non_clock_inputs
set_output_delay [expr $clk_period * $clk_io_pct] -clock clk0 [all_outputs]
```

==> results.txt <==
Latest figures from synthesis and place and route.

The worst min-delay path category is register to register. The hold violation count in the final report is 0. The post-cts resize count is 0. The overflow left after global routing is 0. The via count of the first global-routing pass is ~17,000. The final report lists the setup-violating endpoint count as 0. The floorplan core density is 30.4%. The yosys cell count is 2,728. By count the netlist is led by sky130_fd_sc_hd__inv_1 (489), sky130_fd_sc_hd__ha_1 (401), sky130_fd_sc_hd__xnor2_1 (177). The worst register-to-register path has a depth of 4. The arithmetic-cell share of the synthesized area counting full adders, half adders and majority gates is between 30% and 40%. The actual slew at the worst max-slew pin is between 800 and 900 ps. The minimum period implied by the final worst setup slack is 2970 ps. The type of origin of the critical path is an input pin.

TritonRoute reported its final design rule violation total as 0. The flop and latch count out of synthesis is approximately 240. In the final layout, the share of cells above drive strength 1 is between 2 and 2.5%. The wire length of the first global-routing pass is roughly 87,000 um. The count of pins over their slew limit is 0.

The count of distinct cell types in the synthesized netlist is around 80. Setup repair after global routing left no endpoint under its margin. The sum of buffers and inverters on the critical path is 3. The vias after detailed routing is 17,648. During I/O placement, the number of pins put on the boundary was 15.

The initial antenna violation count came to 0. Looking at the hold checks, the worst path lands on k1.clk2. The synthesized cell area is 25,500 um^2. The timer found roughly 220 register pins that no clock reaches; their paths are not timed.

The clock-pin transition on the worst setup and hold timing paths is ~60 ps. The final weighted congestion of routability-driven global placement is roughly 0.9. For reference, the mux area share after synthesis is 1.18%. At the worst endpoint, the required time is between 4000 and 5000 ps. The final hold slack is ~370 ps. The critical hold path startpoint is k1.Cont2[12]. Warnings raised by the tools during the run amount to approximately 55. The worst-case clock buffer depth is 2.

Once iteration 0 of detailed routing completed, the report listed 797 DRC markers. Entering global routing, the biggest net connects around 80 pins. The run finished with clean final reports. The global routing report lists met3 layer usage as 2.82%.

The number of warnings printed during yosys synthesis is 5. The number of placed instances, taps included, is 3,866. After floorplanning, the core was sized to cover around 84,000 um^2.

Among the non-sequential cells, adder cells take the most area. The count of endpoints without a timing constraint is between 300 and 400. The post-synth count of flops with an enable pin is roughly 150.

Per the detail_route report, inserted antenna diodes total 0. The met2 demand-to-capacity share in global routing is 20.3%. The quantity of I/O buffers inserted on ports is 14.

For this run the top cell type by instance count after synthesis was sky130_fd_sc_hd__inv_1. Per the timing report, the achievable frequency comes out to ~340 MHz. The post-synthesis average cell area is ~9.4 um^2.

After routing, the total negative slack on setup checks comes to 0 ps. The chip area line of the yosys report is roughly 26,000 um^2. The post-detailed-placement half-perimeter wirelength is 44,000 um.

The width of the die is 294 um. Per the synthesis report, the simple-gate share of the synthesized area is roughly 11%. The overall global routing resource usage is approximately 13%. The number of filler cells placed in the layout is around 8,500. The main area contributors are sky130_fd_sc_hd__ha_1 (20%), sky130_fd_sc_hd__edfxtp_1 (17%), sky130_fd_sc_hd__fa_1 (13%). Counting the buffers created by CTS gives 3.

After global routing, the most crowded layer is met2. In this run the register-to-register setup slack is between 3000 and 4000 ps. The number of cells in the finished layout apart from fillers is 3,870. The clock reaches the later pin of the worst-skew pair after around 260 ps. The via-per-instance ratio is roughly 4.6.

The worst setup path is captured at a primary output. The number of setup buffers added after CTS is 0. The number of hold-repair buffers added at the cts stage is 0. The highest supply drop recorded on VDD is approximately 0.11 mV. The first-pass iteration count of the detailed router is 5. The root cell of the clock tree is sky130_fd_sc_hd__clkbuf_16. The worst path uses between 50% and 60% of the clock period.

The area fraction of the dominant cell type after synthesis is 19.7%. The endpoint of the most critical register-to-register path is k1.Cont[2]. The power per cell area is 14.0 nW/um^2. The number of cells on the worst hold path is 0. Per the OpenROAD floorplan log, the area of the die is between 80,000 and 90,000 um^2. The area growth from synthesis to layout is 6.60%. The count of nets left with antenna violations once routing finished came out at 0. The share of async-settable or async-resettable flops after synthesis is 0%. The routing usage on met1 is a little under a fifth. The TritonCTS clock tree is done. The area fraction in compound gates is about 14%. The dominant delay contributor by cell family on the critical path is buffers and inverters.

In the final routed layout, each cell accounts on average for roughly 13 um. In this run the critical path is formed by clkdlybuf4s50_1 -> inv_1 -> clkdlybuf4s50_1. For reference, XOR and XNOR gates occupy under 10% of the area reported after synthesis.

According to the floorplan report, the die height is a little under 300 um. The number of standard cells after synthesis is 2,728. The dominant cell type by count on the critical path is sky130_fd_sc_hd__clkdlybuf4s50_1. The critical path arrival is between 1500 and 2000 ps. The slew check shows that the tightest pin keeps a relative margin of between 40% and 50%. In this run the core area contains 106 standard-cell rows. Per the synth stats, the flop cell with the highest instance count is sky130_fd_sc_hd__edfxtp_1. The highest-delay cell along the critical path is sky130_fd_sc_hd__clkdlybuf4s50_1. Per the timing report, the most critical flop-to-flop path originates at k1.Cont[5]. The number of maximum-capacitance violations recorded for the run is 0. In the final run the clock tree shows a worst skew of 1.04 ps. Sequential cells were found to cover 24.9% of the synthesized design area. The leakage power in the latest report is between 0.01 and 0.015 uW.

The type of the worst setup path is input pin to primary output. The critical path maximum fanout is 1. The power consumption is between 300 and 400 uW. The total routed wirelength is ~50,000 um. The cell type contributing the most total cell area after synthesis is sky130_fd_sc_hd__ha_1. The H-tree depth is 1. The largest single stage delay on the critical path is about 440 ps.
## per-stage QoR
step / worst slack [ps] / util, % / cell area (um^2)
final: 2230 / 32.4 / 27200
after floorplan: 1440 / - / 25500
after global routing: 2220 / 32.4 / 27200
after CTS: 2230 / 32.4 / 27200
after global placement: 2220 / 32.3 / 27100
after detailed placement: 2240 / 32.3 / 27100
## sequential cells by signal, summed over array words and instances (netlist names), 8 cells and up
name	count
k2.i_l	48
k2.i_c	46
k2.v_2	32
k3.value	22
k1.Cont2	13
k3.disp_7seg	12
k1.Cont	11
k3.count	11
k2.r_counter	10
k4.value	8
## power breakdown
group | internal [uW] | switching [uW] | leakage [uW] | total [uW]
combinational | 1.32 | 0.391 | 0.0104 | 1.72
sequential | 199 | 0 | 0.00212 | 199
clock | 118 | 64.0 | 0.0000442 | 182
total | 318 | 64.4 | 0.0125 | 382
## layout by cell type (no fill, tap or decap), types with 8 or more instances in the layout
cell	instances
sky130_fd_sc_hd__edfxtp_1	147
sky130_fd_sc_hd__inv_1	488
sky130_fd_sc_hd__nand4_1	23
sky130_fd_sc_hd__o211ai_1	14
sky130_fd_sc_hd__o21ai_0	102
sky130_fd_sc_hd__nor4_1	16
sky130_fd_sc_hd__a31oi_1	18
sky130_fd_sc_hd__ha_1	401
sky130_fd_sc_hd__o31ai_1	8
sky130_fd_sc_hd__nand2_1	133
sky130_fd_sc_hd__dfxtp_1	95
sky130_fd_sc_hd__mux2i_1	21
sky130_fd_sc_hd__nand2b_1	26
sky130_fd_sc_hd__a21boi_0	8
sky130_fd_sc_hd__o21a_1	19
sky130_fd_sc_hd__nor2_1	148
sky130_fd_sc_hd__and2_1	13
sky130_fd_sc_hd__a22o_1	8
sky130_fd_sc_hd__a211oi_1	8
sky130_fd_sc_hd__a21oi_1	159
sky130_fd_sc_hd__a21o_1	89
sky130_fd_sc_hd__xnor2_1	177
sky130_fd_sc_hd__buf_4	17
sky130_fd_sc_hd__nor2b_1	21
sky130_fd_sc_hd__clkdlybuf4s50_1	14
sky130_fd_sc_hd__fa_1	164
sky130_fd_sc_hd__nor3_1	39
sky130_fd_sc_hd__or2_2	9
sky130_fd_sc_hd__or3_1	18
sky130_fd_sc_hd__and3_1	38
sky130_fd_sc_hd__xor2_1	90
sky130_fd_sc_hd__nand3_1	57
sky130_fd_sc_hd__o21bai_1	28
## worst max-delay path by stage
| stage | start | cells past startpoint | slack (ps) | to |
|---|---|---|---|---|
| 4_1_cts | Switch_0 | 3 | 2230 | B |
| 6_report | Switch_0 | 3 | 2230 | B |
| 5_1_grt | Switch_0 | 3 | 2220 | B |
## cells by family (layout without fill, tap and decap cells)
| group | count (synthesis) | count (layout) |
|---|---|---|
| muxes | 29 | 29 |
| AOI/OAI and AO/OA | 535 | 535 |
| adders and majority gates | 567 | 567 |
| and+or+nand+nor | 566 | 566 |
| other | 2 | 3 |
| DFF | 244 | 244 |
| xor gates and xnor gates | 268 | 268 |
| buffers and inverters | 517 | 524 |
## metal layers
| metal | routed length [um] | up-vias |
|---|---|---|
| met1 | 25100 | 8080 |
| met4 | 333 | 0 |
| li1 | - | 9281 |
| met5 | 0 | - |
| met3 | 2540 | 26 |
| met2 | 23100 | 261 |
## cell type report
| type | count | area [um^2] | area share (%) |
|---|---|---|---|
| Timing Repair Buffer | 31 | 268 | 0.984 |
| Clock buffer | 4 | 88.8 | 0.327 |
| Inverter | 489 | 1840 | 6.76 |
| Multi-Input combinational cell | 1968 | 17200 | 63.3 |
| Sequential cell | 244 | 6360 | 23.4 |
| Tap cell | 1134 | 1420 | 5.22 |
No activity file was given, so power comes from the tool's default toggle rates.
