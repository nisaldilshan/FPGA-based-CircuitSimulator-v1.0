**config.mk**
```make
export PLATFORM = sky130hd
export DESIGN_NAME = SignedMultiplier_16bit
export DESIGN_NICKNAME = SignedMultiplier_16bit
export VERILOG_FILES = /design/flow/design.v
export SDC_FILE = /design/flow/constraint.sdc
export NUM_CORES = 4
export LEC_CHECK = 1
export CORE_UTILIZATION = 40
```
**constraint.sdc**
```tcl
current_design SignedMultiplier_16bit

set clk_period 7.2
set clk_io_pct 0.2

create_clock -name clk0 -period $clk_period [get_ports {clock}]

set non_clock_inputs [all_inputs -no_clocks]
set_input_delay [expr $clk_period * $clk_io_pct] -clock clk0 $non_clock_inputs
set_output_delay [expr $clk_period * $clk_io_pct] -clock clk0 [all_outputs]
```
**design.v**
```verilog
`timescale 1ns / 1ps
module SignedMultiplier_16bit
(	
	input signed [7:0] dataa, datab,
	input 		clock, aclr,
	output reg signed	[7:0] result1,
	output reg signed	[7:0] result2
);
	reg signed	[7:0] dataa_reg, datab_reg;
	reg signed	[15:0] mult0_result;
	always @ (posedge clock or posedge aclr) begin
    	if (aclr) begin
			dataa_reg <= {8{1'b0}};
			datab_reg <= {8{1'b0}};
			mult0_result <= {16{1'b0}};
			result1 <= {8{1'b0}};
			result2 <= {8{1'b0}};
		end
		else begin
			dataa_reg <= dataa;
			datab_reg <= datab;
			mult0_result <= dataa_reg * datab_reg;
			result1 = mult0_result[15:8];
			result2 = mult0_result[7:0];
		end
	end
endmodule
```
**run.sh**
```bash
#!/bin/bash
# OpenROAD 26Q1-2900-gdf79404cd8, Yosys 0.63+post, stock flow scripts
make -C /OpenROAD-flow-scripts/flow DESIGN_CONFIG=/design/flow/config.mk WORK_HOME=/design/flow/orfs finish
```
==> deck_impl_summary.md <==
Flow Results at a Glance

Global route
  • Antenna violations before repair: 0
  • Global-route wire length before repair: 10960 um
  • Gr usage total: 14.83%
  • Gr ovfl total: 0
  • Largest net degree at the start of global routing: 49
  • Vias in the first global route: 2429

Power
  • Pleak: 2.128 nW
  • PwrDens: 323.2 mW/mm^2
  • Peak VDD IR: 218.9 uV

Clocking
  • Post-CTS setup buffer count: 0
  • Post_cts resized: 0
  • H-tree depth: 2
  • Worst-Skew Late Latency: 0.30 ns
  • Number of clock sinks: 48
  • Clk pin slew, worst setup/hold paths: 0.09 ns
  • Clock tree from TritonCTS: yes
  • Clock Root Buffer: clkbuf_8
  • Bufs on Longest Clock Path: 2
  • Hold-fix buffers, CTS: 0
  • Num CTS Buffers: 5

Synth
  • YS chip area: 0.003759 mm^2
  • Area of the mapped netlist: 0.003759 mm^2
  • Top cells, area: dfrtp_1 32%, fa_1 29%, ha_1 9.7%, inv_1 8.9%, and2_1 7.2%
  • Ys cells: 342
  • Mapped Cells: 342
  • Warnings from Yosys: 1
  • Synth Register Bits: 48
  • Netlist cell types: 29
  • Biggest area consumer among synthesized cells: dfrtp_1
  • Syn avg cell area: 10.99 um^2
  • Max-area cell share: 31.96%
  • Seq/Total Area, Yosys: 31.96%

Cells and area
  • Share of layout cells above drive strength 1: 3.906%
  • Largest register FFs: 16
  • Fin area: 0.004373 mm^2
  • Most instantiated logic cell after routing: inv_1
  • Layout area overhead: 16.34%
  • Most flops, register: mult0_result
  • Fill cell count: 830
  • Top Layout Cells: 88 x inv_1, 55 x fa_1, 48 x dfrtp_1

Floorplan
  • FP Util: 41.07%
  • Die H: 98.94 um
  • # IOs: 34
  • Core area: 0.009153 mm^2
  • Die W: 98.94 um
  • Row Count: 35
  • Chip area: 0.009788 mm^2

Routing
  • DRT iter0 DRCs: 65
  • Routed length per placed instance: 11.56 um
  • Drt drc: 0
  • DR pass1 iterations: 4
  • Final ANT Viol Nets: 0
  • Antenna fix cells: 0
  • Via count: 2236
  • Vias/cell: 4.517
  • Post-Route WL: 5723 um

STA
  • Final hold violations: 0
  • Fin Setup TNS: 0 ns
  • Worst Tran Pin Value: 0.5781 ns
  • Post-route minimum period: 4.315 ns
  • Worst rel slew slack: 61.46%
  • Fin Clk Skew: 0.009882 ns
  • Cycle use final: 59.93%
  • RSZ-0062 raised after global routing: no
  • Final Max Slew Viols: 0
  • F_max: 0.2317 GHz
  • Number of setup violations in the final report: 0

Critical path
  • Crit-path slowest cell: fa_1
  • Crit path max fanout: 8
  • Crit path DRT: 7.38 ns
  • Critical path class: register to register
  • Critical path capture point type: register
  • Crit-path cells: and2_1, fa_1, inv_1, fa_1, inv_1, fa_1, inv_1, fa_1, inv_1, ha_1, o21a_1, o31a_1, nor4b_2, o21ai_1, xor2_1
  • Critical path's top delay family: adder cells
  • R2R depth: 15
  • Worst setup SP type: register
  • Worst path bufs/invs: 4
  • Critical Path Stages: 15
  • Worst EP arrival: 4.49 ns
  • Crit-path max cell delay: 0.53 ns

Placement
  • Quantity of I/O buffers inserted on ports: 33
  • Placed cell areas: 0.004235 mm^2
  • Post-DP HPWL: 4704 um
  • GPL Wtd Cong: 0.9097

Flow run
  • Max-cap violations: 0
  • Tool Warnings: 25

Outcome
  • Run status: finished clean

Min path
  • Hold path cells: 0
  • Hold WC Path Type: register to register
[per-stage QoR]
step	hold WS, ns	total power (W)	setup slack [ns]	util, %	std cells
after floorplan	0.3312	0.0009984	3.069	-	342
after global placement	0.3316	0.001196	2.946	46.27	487
after detailed placement	0.3347	0.001201	2.910	46.27	487
after CTS	0.3567	0.001443	2.876	47.78	495
after global routing	0.3608	0.001585	2.658	47.78	495
final	0.3533	0.001413	2.885	47.78	495
[cells in the mapped netlist (all sizes together)]
master,instances
a21boi,1
a21o,1
a21oi,9
and2,43
dfrtp,48
fa,55
ha,29
inv,89
mux2,1
nand2,15
nand2b,1
nand3,2
nand4,1
nand4b,1
nor2,10
nor2b,9
nor3,2
nor4b,1
o211ai,1
o21a,2
o21ai,4
o31a,1
o41ai,1
or4,1
xnor2,11
xor2,3
[power by group]
group          internal [W]  switching, W
combinational      0.000397      0.000399
clock              0.000140     0.0000905
sequential         0.000359     0.0000272
[layer usage]
metal	share of wire, %	GRT usage [%]	vias up
met1	47	22.26	1111
met5	0	0	-
met4	1.1	1.148	0
li1	-	-	1089
met2	49	25.39	31
met3	2.6	2.020	5
[kinds of logic (layout without fill, tap and decap cells)]
family | Yosys count | count (layout) | synth area share [%]
XOR/XNOR | 14 | 14 | 3.262
AND/OR/NAND/NOR | 86 | 86 | 12.85
multiplexers | 1 | 1 | 0.2996
flip-flops | 48 | 48 | 31.96
AND-OR/OR-AND | 20 | 20 | 3.795
adder cells (fa/ha/maj) | 84 | 84 | 38.95
buffers and inverters | 89 | 131 | 8.888
[worst register-to-register path: cells and delay by family (launching register included)]
kind	cells	cell delay, ns
flip-flops	1	0.47
adder cells (fa/ha/maj)	5	2.41
AND-OR/OR-AND	3	0.47
buffers and inverters	4	0.19
XOR/XNOR	1	0.15
AND/OR/NAND/NOR	2	0.50
[final timing paths]
check	from	end	slack [ns]
worst max-delay path	dataa_reg[3]	mult0_result[14]	2.88
max in group asynchronous	aclr	mult0_result[0]	5.21
min in group asynchronous	aclr	result1[0]	1.60
worst min-delay path	mult0_result[14]	result1[6]	0.35
worst min register to register	mult0_result[14]	result1[6]	0.35
worst max register to register	dataa_reg[3]	mult0_result[14]	2.88
[cell type report]
class	instances	area, um^2	area share (%)
sequential	48	1201	27.47
tap	111	138.9	3.176
timing repair buffer	34	337.8	7.725
multi-input combinational	205	2223	50.84
clock buffer	5	68.82	1.574
clock inverter	3	68.82	1.574
inverter	89	334.1	7.639
Power is estimated from default activity; no workload was simulated.
