<file path="./run.sh">
#!/bin/bash
# OpenROAD 26Q1-2900-gdf79404cd8, Yosys 0.63+post, stock flow scripts
make -C /OpenROAD-flow-scripts/flow DESIGN_CONFIG=/design/flow/config.mk WORK_HOME=/design/flow/orfs finish
</file>
<file path="./config.mk">
export PLATFORM = sky130hd
export DESIGN_NAME = top
export DESIGN_NICKNAME = top
export VERILOG_FILES = /design/flow/design.v
export SDC_FILE = /design/flow/constraint.sdc
export NUM_CORES = 4
export LEC_CHECK = 1
export CORE_UTILIZATION = 40
</file>
<file path="./constraint.sdc">
current_design top

set clk_period 13.1
set clk_io_pct 0.2

create_clock -name clk0 -period $clk_period [get_ports {clk_i}]

set non_clock_inputs [all_inputs -no_clocks]
set_input_delay [expr $clk_period * $clk_io_pct] -clock clk0 $non_clock_inputs
set_output_delay [expr $clk_period * $clk_io_pct] -clock clk0 [all_outputs]
</file>
<file path="./design.v">
`timescale 1ns / 1ps
module top(
	clk_i,
	v_1_o,
	v_2i_o,
	v_2d_o
);
input 		clk_i;
output [3:0]		v_1_o;
output [15:0]		v_2i_o;
output [15:0]		v_2d_o;
reg [13:0] 	r_t;
reg [6:0] 	r_tsw;
reg 			r_d;
reg [6:0]	r_counter; 
reg [3:0]	r_e_val;
reg [3:0] 	v_1;
reg [31:0] 	v_2;
reg [31:0] 	i_l;
reg [31:0] 	i_c;
reg [40:0]	temp_1;
reg [40:0]	temp_2;
localparam[8:0] 	CONST_1   =    9'b1;  
localparam[8:0] 	CONST_2   =    9'b111010001;  
localparam[12:0] 	CONST_3   =    9'd7;  
initial begin
	r_t 			= 		14'b1;
	r_tsw 		= 		7'b1;
	r_d			= 		1'b1;
	r_counter 	= 		0;
	r_e_val 		=		10;
	v_1			=		0;
	v_2			=		0;
	i_l			= 		0;
	i_c			= 		0;	
	temp_1 		=		0;
	temp_2 		=		0;
end         
always @(posedge clk_i) begin 
	if(r_counter < 50) begin
		r_e_val 		<= 		4'd10;
		r_counter 	<= r_counter +1;
	end	
	else if (r_counter >= 100) begin
		r_counter 	<= 0;
	end
	else begin
		r_e_val 		<= 		4'd0;
		r_counter 	<= r_counter +1;
	end
	temp_2 	<= ({temp_2[40:9],9'b000_000_000} + ({12'b0000_0000_0000, v_1 ,16'b0000_0000_0000_0000} - temp_1[40:9])* CONST_1);
	i_c 		<= (temp_1[40:9]* 2) - i_c; 			 
	v_1 		<= r_e_val;
	temp_1 	<= temp_2[40:9] * CONST_2 + {13'b000_00000_00000, r_e_val * CONST_3 ,12'b0000_0000_0000};
end
assign v_1_o = v_1 ;
assign v_2i_o = temp_1[40:25] ;
assign v_2d_o = temp_1[24:9] ;
endmodule
</file>
==> out/metrics.cfg <==
[final_layout]
fin_cells=1159
final_util_pct=45.6
area_growth_pct=11.6
drive_gt1_share_pct=4.95

[placement]
dp.cells=1143
gp_congestion=0.899
dp_slack_ns=7.71
portBuffers=34
dp_hpwl_um=14300

[clock_tree]
path_clk_slew_ns=0.06
cts_sinks=73
clk_latency_ns=0.35
h-tree-depth=3
cts-hold-fix-buffers=0
post_cts_buffers=0
cts_tree=yes
cts_resized=0
cts_buffers=9
clk_path_buf_depth=2
clock_tree.root_cell=clkbuf_16

[route]
drt-met1-wl_um=7810
drtIter0Drc=211
vias_per_cell=4.93
met2_length_um=7490
antenna_cells_inserted=0
routed-via-count=5719
drt.antenna.violating_nets=0
wl_per_cell_um=14.2
top_layer_used=met4
first_pass_iters=4
dr_wl_met3_um=853
drc=0
routed_wirelength_um=16500

[min_path]
hp-class=flop to flop
min_path_cells=1

[sta]
finalHoldViolCount=0
rsz0062_at_grt=no
fin_tns_setup_ns=0
period_needed_ns=5.39
fin_ws_ns=7.71
max_freq_mhz=186
skew_ns=0.00944
period_used_pct=41.1
drv_slew=0
setup_viol=0

[grt]
antenna_found_initial=0
grt_pass1_vias=5699
gr-usage-all-layers_pct=17.3
grt_pass1_wl_um=28400
grt_max_degree=15
gr-total-overflow=0

[power_and_ir_drop]
ir_drop_mv=0.0591
p_leak_nw=4.66
p_per_area_mw_per_mm2=52.5

[floorplan]
ios=37
rows=52
initCoreUtil_pct=40.9
die_w_um=146
die-height_um=146
chipArea_mm2=0.0213
core-area_mm2=0.0202

[logic_synthesis]
syn-instance-count=845
yosysTopAreaCell=ha_1
edf_count=0
synth_chip_area_mm2=0.00827
yosys-stat-cells=845
ys_ff=73
top_cells_by_area=ha_1, fa_1, dfxtp_1
top_cell_area_share_pct=22.4
synth_area_mm2=0.00827
yosysUniqueCellTypes=68
synth.top_cells.by_count=ha_1, inv_1, fa_1, dfxtp_1, xnor2_1
ys_seq_share_pct=17.7
async_flop_share_pct=0
ys_warn_count=1
flop_cell=dfxtp_1
avgSynthCellArea_um2=9.79
yosysMostFrequentCell=ha_1

[worst_setup_path]
worst-path-max-fanout=5
critPathLaunchType=flop
rr_endpoint=temp_1[40]$_DFF_P_
worstPathArrival_ns=5.63
crit_family=adder cells
cp.depth=19
cp-endpoint=temp_1[40]$_DFF_P_
worstSetupStartpoint=temp_2[13]$_DFF_P_
cp.required_ns=13.34
reg2regPathDepth=19
r2r_start=temp_2[13]$_DFF_P_
cpMostUsedCell=inv_1
critPathKind=flop to flop
r2r_setup_slack_ns=7.71
max_stage_delay_ns=0.51
cp_cell_sequence=inv_1 > fa_1 > inv_1 > fa_1 > inv_1 > fa_1 > inv_1 > ha_1 > ha_1 > ha_1 > and4_1 > a221o_2 > a31oi_2 > o21ai_2 > o221ai_2 > nor4b_2 > a31o_2 > a31o_1 > xnor2_1
crit_path_end_kind=flop
crit_slowest_cell=fa_1
crit_buf_inv=4

[run]
tool_warnings=28
cap_violations=0

[outcome]
status=finished clean

[flip-flops by register name, summed over array words and instances, names as in the netlist]
register and cells:
temp_1 32, r_counter 7, r_e_val 1, v_1 1, temp_2 32
[worst register-to-register path, stage by stage (launching register included)]
cell and delay [ns]:
dfxtp_1 0.45, inv_1 0.16, fa_1 0.51, inv_1 0.06
fa_1 0.49, inv_1 0.05, fa_1 0.49, inv_1 0.04
ha_1 0.28, ha_1 0.29, ha_1 0.34, and4_1 0.21
a221o_2 0.42, a31oi_2 0.27, o21ai_2 0.15, o221ai_2 0.30
nor4b_2 0.13, a31o_2 0.29, a31o_1 0.22, xnor2_1 0.11
[through the flow]
| stage | hold WS (ns) | area (um^2) | power (mW) |
|---|---|---|---|
| after floorplan | 0.421 | 8280 | 0.227 |
| after global placement | 0.446 | 8920 | 0.227 |
| after detailed placement | 0.454 | 8920 | 0.227 |
| after CTS | 0.469 | 9230 | 0.492 |
| after global routing | 0.505 | 9230 | 0.499 |
| final | 0.460 | 9230 | 0.484 |
[worst min-delay path by stage]
stage | startpoint | end | slack [ns]
4_1_cts | r_counter[0]$_DFF_P_ | r_counter[0]$_DFF_P_ | 0.47
6_report | r_counter[0]$_DFF_P_ | r_counter[0]$_DFF_P_ | 0.46
5_1_grt | r_counter[0]$_DFF_P_ | r_counter[0]$_DFF_P_ | 0.50
[layer usage]
layer / vias to the layer above / track usage, %
met3: 19 / 4.22
met2: 104 / 26.2
li1: 2910 / -
met4: 0 / 3.00
met5: - / 0
met1: 2686 / 26.1
[layout make-up]
cell class	instances	area [um^2]
fillers	1884	11000
multi-input cells	618	6220
flip-flops and latches	73	1460
inverters	148	556
repair buffers	34	340
well taps	270	338
clock buffers	10	239
clock inverters	6	73.8
[logic make-up (layout without fill, tap and decap cells)]
family | after synthesis | after routing | share of synthesized area [%]
buffers and inverters | 155 | 198 | 7.17
xor gates and xnor gates | 82 | 82 | 8.85
other | 1 | 2 | 0.0453
adders and majority gates | 236 | 236 | 43.7
AOI/OAI and AO/OA | 148 | 148 | 12.8
and+or+nand+nor | 150 | 150 | 9.80
DFF | 73 | 73 | 17.7
[placed cells by master (no fill, tap or decap), types with 8 or more instances in the layout]
cell | Yosys | layout
fa_1 | 88 | 88
xor2_1 | 29 | 29
clkbuf_16 | 0 | 9
xnor2_1 | 52 | 52
nor3_1 | 12 | 12
inv_1 | 147 | 147
nand2_1 | 26 | 26
nor2b_1 | 8 | 8
nor2_1 | 46 | 46
a21oi_1 | 42 | 42
o21ai_0 | 24 | 24
nand3_1 | 8 | 8
a21o_1 | 25 | 25
ha_1 | 148 | 148
o21a_1 | 11 | 11
clkdlybuf4s50_1 | 0 | 34
dfxtp_1 | 73 | 73
[power breakdown]
| group | leakage, nW | internal (mW) | total (mW) | switching (mW) |
|---|---|---|---|---|
| Sequential | 0.588 | 0.222 | 0.222 | 0 |
| Clock | 0.154 | 0.155 | 0.263 | 0.107 |
| Combinational | 3.92 | 0 | 0.0000111 | 0.00000718 |
No activity file was given, so power comes from the tool's default toggle rates.
